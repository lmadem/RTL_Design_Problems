<file path="design/flow/design.v">
module weekend(input clk,
               input reset,
               input valid_in,
               input [7:0] data_in,
               output [7:0] data_out,
               output valid_out);
  reg [7:0] temp1,temp2;
  reg [7:0] out1;
  always @(posedge clk or negedge reset)
    begin
      if(!reset)
        begin
          temp1 <= 8'h0;
          temp2 <= 8'h0;
        end
      else if(valid_in & data_in > temp1)
        begin
          temp1 <= data_in;
          temp2 <= temp1;
        end
      else
        begin 
          temp1 <= temp1;
          temp2 <= temp2;
        end
    end
  always @(posedge clk or negedge reset)
    begin
      if(!reset)
        out1 <= 8'h0;
      else if(valid_in & (data_in < temp1 & data_in >= out1))
        out1 <= data_in;
      else if(valid_in & data_in <= out1)
        out1 <= out1;
      else if(valid_in & (temp1 > temp2 & data_in != temp1))
        out1 <= temp1;
      else if(valid_in & (temp1 > temp2 & data_in == temp1))
        out1 <= temp2;
      else
        out1 <= out1;
    end
  assign data_out = out1;
  assign valid_out = data_out > 0;
endmodule
</file>
<file path="design/flow/run.sh">
#!/bin/bash
# OpenROAD 26Q1-2900-gdf79404cd8, Yosys 0.63+post, stock flow scripts
make -C /OpenROAD-flow-scripts/flow DESIGN_CONFIG=/design/flow/config.mk WORK_HOME=/design/flow/orfs finish
</file>
<file path="design/flow/config.mk">
export PLATFORM = sky130hd
export DESIGN_NAME = weekend
export DESIGN_NICKNAME = weekend
export VERILOG_FILES = /design/flow/design.v
export SDC_FILE = /design/flow/constraint.sdc
export NUM_CORES = 4
export LEC_CHECK = 1
export CORE_UTILIZATION = 40
</file>
<file path="design/flow/constraint.sdc">
current_design weekend

set clk_period 5.4
set clk_io_pct 0.2

create_clock -name clk0 -period $clk_period [get_ports {clk}]

set non_clock_inputs [all_inputs -no_clocks]
set_input_delay [expr $clk_period * $clk_io_pct] -clock clk0 $non_clock_inputs
set_output_delay [expr $clk_period * $clk_io_pct] -clock clk0 [all_outputs]
</file>
==> results.tsv <==
stage	metric	value	unit
status	outcome	complete, no violations	
clock_tree	CTS tree	built	
worst_setup_path	CP Max Fanout	17	
routing	drc violations	0	
routing	DRT antenna net count	0	
yosys	most common library cells after synthesis	dfrtp_1, ha_1, inv_1	
floorplan	Die Span Y	66.33	µm
global_routing	total global routing overflow	0	
floorplan	Die X-Extent	66.33	µm
power_and_ir_drop	VDD IR max	0.2119	mV
sta	Max Freq	314.3	MHz
floorplan	row count	23	
routing	DR iter-0 viols	85	
power_and_ir_drop	Sw Pwr	0.0004365	W
yosys	Synth async-reset ratio	100.0	%
clock_tree	clk buf depth	2	
worst_setup_path	Crit path required time	5.56	ns
sta	Slew Limit Fails	0	
job	maxcap violations	0	
job	OpenROAD warning count	25	
yosys	syn avg cell area	9.737	µm²
sta	slew of the pin with the lowest slew margin	0.6802	ns
routing	DR WL/cell	14.02	µm
floorplan	chip area	4400	µm²
clock_tree	Sink Count	24	
clock_tree	CTS clk-pin slew, worst paths	0.09	ns
floorplan	core area	4000	µm²
sta	Tcrit/Tclk final	58.93	%
yosys	cell taking the most area after synthesis	dfrtp_1	
global_routing	vias in the first global route	1199	
yosys	Post-synth EDFFs	0	
power_and_ir_drop	Clk pwr share	11.7	%
global_routing	initial antenna violation count	0	
yosys	Synth flops	24	
hold_path	hold_sp	temp2[1]$_DFFE_PN0P_	
place	Final HPWL DP	2.708	mm
clock_tree	clock buffer count from CTS	3	
power_and_ir_drop	leakage power	0.8996	nW
worst_setup_path	crit path DAT	3.34	ns
clock_tree	Clock Latency Late Sink	0.27	ns
power_and_ir_drop	Comb pwr share	57.0	%
floorplan	Init Core Util	41.38	%
sta	final hold slack	0.5514	ns
worst_setup_path	Worst Setup SP	data_in[6]	
routing	total wire length	3.392	mm
global_routing	largest net degree at the start of global routing	25	
global_routing	Tot GR Track Use	17.99	%
sta	setup_tns	0	ns
routing	vias	1285	
cells_and_area	area grow syn2layout	18.29	%
yosys	Seq share, synth	36.28	%
routing	ANT cells	0	
cells_and_area	layout cells sized above 1	10.42	%
worst_setup_path	kind of critical path	in2reg	
sta	Final WS setup	2.218	ns
sta	Tmin final	3.182	ns
worst_setup_path	crit path launch type	input pin	
power_and_ir_drop	internal power	0.0006338	W
yosys	Post-Synthesis Cells	170	
power_and_ir_drop	Sw Ratio	40.78	%
clock_tree	post-CTS sizing	0	
yosys	yosys warns	1	
sta	Clock Skews	0.002654	ns
hold_path	Worst Hold Class	reg2reg	
place	I/O Buffers	19	
clock_tree	CTS hold repair buffers	0	
yosys	Synth area leaders	dfrtp_1, ha_1, inv_1, a21oi_1, mux2i_1	
sta	max_slew headroom	54.65	%
worst_setup_path	critical path's slowest cell	o21ai_2	
yosys	yosys cell count	170	
power_and_ir_drop	Reg power frac	31.3	%
sta	Final Hold Viols	0	
yosys	Dominant Register Cell	dfrtp_1	
clock_tree	clock root buffer	clkbuf_8	
yosys	area fraction of the dominant cell type after synthesis	36.28	%
yosys	Cell Type Count	35	
worst_setup_path	critical path's largest stage delay	0.60	ns
clock_tree	# H-tree levels	1	
worst_setup_path	RR Startpoint	temp1[6]$_DFFE_PN0P_	
routing	vias per std cell	5.310	
clock_tree	Post-CTS Setup Bufs	0	
place	Place WS	1.912	ns
power_and_ir_drop	PwrDens	546.6	nW/µm²
worst_setup_path	Crit. End Element	flop	
worst_setup_path	worst path cell trace	clkdlybuf4s50_1 -> ha_1 -> nand4_1 -> o21ai_2 -> nor2_2 -> buf_4 -> mux2_4	
yosys	Syn Std Cell Area	1655	µm²
global_routing	first-pass GRT wire length	5.775	mm
place	RePlAce Congestion	0.8425	
power_and_ir_drop	Power Total	0.001070	W
sta	unrepaired setup endpoints after global routing	no	
routing	first drt pass iteration count	7	
sta	Final setup viols	0	
yosys	synthesized chip area reported by yosys	1655	µm²
floorplan	# IOs	20	
==> layout make-up <==
| type | count | area (µm²) |
|---|---|---|
| fill | 369 | 2042 |
| timing repair buffer | 21 | 205.2 |
| multi-input combinational | 119 | 944.7 |
| tap | 50 | 62.56 |
| sequential | 24 | 600.6 |
| inverter | 24 | 90.09 |
| clock buffer | 4 | 55.05 |
==> power groups by stage <==
stage                 registers, W  clock network (W)  logic, W
final                     0.000335           0.000125  0.000611
after global routing      0.000351           0.000138  0.000698
after CTS                 0.000337           0.000127  0.000614
==> sequential cells by signal, indices dropped and copies added, names as in the netlist <==
| register | flops |
|---|---|
| out1 | 8 |
| temp2 | 8 |
| temp1 | 8 |
==> cells by family after synthesis <==
| kind of cell | after synthesis | share of synthesized area (%) |
|---|---|---|
| mux | 16 | 10.73 |
| simple gates | 39 | 12.55 |
| fa+ha+maj | 24 | 18.14 |
| flops | 24 | 36.28 |
| compound gates | 40 | 15.65 |
| buf+inv | 27 | 6.651 |
==> layout by cell type, fill, tap and decap left out, types with 2 or more instances in the layout <==
| cell type | count |
|---|---|
| nand3_1 | 5 |
| mux2_4 | 2 |
| mux2i_1 | 8 |
| o21ai_0 | 4 |
| ha_1 | 24 |
| mux2_2 | 6 |
| inv_1 | 24 |
| dfrtp_1 | 24 |
| or3_1 | 2 |
| o221ai_1 | 4 |
| nand4_1 | 4 |
| buf_4 | 2 |
| o21ai_1 | 4 |
| a21oi_1 | 16 |
| a221oi_1 | 4 |
| nor3_1 | 5 |
| clkdlybuf4s50_1 | 19 |
| nand2_1 | 7 |
| clkbuf_8 | 4 |
| nor4_1 | 2 |
| nor2_1 | 8 |
==> worst max-delay path: cells and delay by family <==
kind            cells  cell delay (ns)
mux                 1             0.31
buf+inv             2             0.74
simple gates        2             0.21
compound gates      1             0.60
fa+ha+maj           1             0.38
==> routing by layer <==
metal,global-route usage [%],vias to the layer above,part of all wire [%]
met5,0,-,0
met4,2.128,0,0.71
met3,1.748,2,2.9
met2,26.79,24,44
met1,29.70,595,52
li1,-,664,-
==> final timing paths <==
| path | endpoint | slack [ns] | cells past startpoint |
|---|---|---|---|
| max | temp2[0]$_DFFE_PN0P_ | 2.22 | 7 |
| min | temp2[1]$_DFFE_PN0P_ | 0.55 | 2 |
| max reg2reg | temp2[0]$_DFFE_PN0P_ | 3.13 | 7 |
| min reg2reg | temp2[1]$_DFFE_PN0P_ | 0.55 | 2 |
| max in group asynchronous | temp1[2]$_DFFE_PN0P_ | 4.01 | 2 |
| min in group asynchronous | temp2[4]$_DFFE_PN0P_ | 1.16 | 2 |
==> stage by stage <==
stage | area [µm²] | instances | utilization (%)
finish | 1958 | 242 | 48.95
detailed placement | 1903 | 238 | 47.58
CTS | 1958 | 242 | 48.95
global route | 1958 | 242 | 48.95
global placement | 1903 | 238 | 47.58
floorplan | 1655 | 170 | -
Power figures rest on the tool's default switching activity, not on a simulated workload.
